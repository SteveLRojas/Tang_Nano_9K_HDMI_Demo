<file path="flow/config.mk">
export PLATFORM = sky130hd
export DESIGN_NAME = pattern_gen
export DESIGN_NICKNAME = pattern_gen
export VERILOG_FILES = /design/flow/design.v
export SDC_FILE = /design/flow/constraint.sdc
export NUM_CORES = 4
export LEC_CHECK = 1
export CORE_UTILIZATION = 30
</file>
<file path="flow/constraint.sdc">
current_design pattern_gen

set clk_period 4.6
set clk_io_pct 0.2

create_clock -name clk0 -period $clk_period [get_ports {pixclk}]

set non_clock_inputs [all_inputs -no_clocks]
set_input_delay [expr $clk_period * $clk_io_pct] -clock clk0 $non_clock_inputs
set_output_delay [expr $clk_period * $clk_io_pct] -clock clk0 [all_outputs]
</file>
<file path="flow/design.v">
module pattern_gen(
        input wire pixclk,
        input wire rst,
        output reg draw_area,
        output reg hsync,   
        output reg vsync,   
        output reg[7:0] red,
        output reg[7:0] green,
        output reg[7:0] blue);
    reg[9:0] counter_x;
    reg[9:0] counter_y;
    always @(posedge pixclk or posedge rst)
    begin
        if(rst)
        begin
            draw_area <= 1'b1;
            counter_x <= 10'h000;
            counter_y <= 10'h000;
            hsync <= 1'b1;
            vsync <= 1'b1;
        end
        else
        begin
            draw_area <= (counter_x < 640) && (counter_y < 480);
            counter_x <= (counter_x == 799) ? 0 : counter_x + 1;
            if(counter_x == 799)
                counter_y <= (counter_y == 524) ? 0 : counter_y + 1;
            hsync <= ~((counter_x >= 656) && (counter_x < 752));
            vsync <= ~((counter_y >= 490) && (counter_y < 492));
        end
    end
    wire[7:0] sig_W;
    wire[7:0] sig_A;
    assign sig_W = {8{counter_x[7:0] == counter_y[7:0]}};
    assign sig_A = {8{counter_x[7:5] == 3'h2 && counter_y[7:5] == 3'h2}};
    always @(posedge pixclk or posedge rst)
    begin
        if(rst)
        begin
            red <= 8'h00;
            green <= 8'h00;
            blue <= 8'h00;
        end
        else
        begin
            red <= ({counter_x[5:0] & {6{counter_y[4:3] == ~counter_x[4:3]}}, 2'b00} | sig_W) & ~sig_A;
            green <= (counter_x[7:0] & {8{counter_y[6]}} | sig_W) & ~sig_A;
            blue <= counter_y[7:0] | sig_W | sig_A;
        end
    end
endmodule
</file>
<file path="flow/run.sh">
#!/bin/bash
# OpenROAD 26Q1-2900-gdf79404cd8, Yosys 0.63+post, stock flow scripts
make -C /OpenROAD-flow-scripts/flow DESIGN_CONFIG=/design/flow/config.mk WORK_HOME=/design/flow/orfs finish
</file>
==> impl_metrics.tcl <==
# metrics dict for downstream scripts
set metrics [dict create \
    run_status "finished, final reports clean" \
    fin_area_sq_um 2540 \
    dp_cells 306 \
    ys_ff 46 \
    gp_congestion 0.797 \
    tns_ns 0 \
    worst_pin_slew_ns 0.777 \
    fp.coreArea_sq_um 6830 \
    grt_pass1_vias 1422 \
    leakagePower_nw 1.13 \
    synth_area_sq_um 2130 \
    slew_viol_final 0 \
    num_antenna_cells 0 \
    min_period_over_period_pct 53.5 \
    synthDistinctLibCells 41 \
    num_rows 30 \
    cts_htree_levels 2 \
    slowest_delay_ns 0.88 \
    clk_latency_ns 0.29 \
    fp_util_pct 31.1 \
    synth-async-reset-ratio_pct 100 \
    postCtsSetupRepairBufs 0 \
    timing.fmax_mhz 406 \
    clock_skew_ns 0.00263 \
    ys_seq_share_pct 54.3 \
    setup_viol 0 \
    die_w_um 86.2 \
    cts_root_buffer "clkbuf_8" \
    dpl-instance-area_sq_um 2430 \
    clock_path_buffers 2 \
    synth_cells 200 \
    warnings 28 \
    num_io_pins 29 \
    clkTransAtPathRegs_ns 0.08 \
    final_cells 314 \
    portBuffers 28 \
    dr.first_iter.drc_count 105 \
    relSlewSlack_pct 48.2 \
    worst_setup_path_start_kind "register" \
    synth-edff-count 0 \
    wl_met1_um 1990 \
    die_area_sq_um 7430 \
    hold_class "register to register" \
    cts_num_sinks 46 \
    drv_cap 0 \
    ys_cells 200 \
    finalHoldViolations 0 \
    grt.overflow.total 0 \
    met3_wirelength_um 185 \
    fin_util_pct 37.2 \
    post-dp-hpwl_um 2660 \
    die_h_um 86.2 \
    cts_buffers 5 \
    postCtsResizedCells 0 \
    wl_um 3940 \
    drt-wirelength-per-cell_um 12.5 \
    drive_gt1_share_pct 7.34 \
    tritoncts "done" \
    post_drt_via_cell_ratio 4.63 \
    ir_drop_mv 0.111 \
    crit_type "register to register" \
    cp.required_ns 4.81 \
    grt_first_pass_wirelength_um 7020 \
    drtPass1Iterations 4 \
    fin_crit_ns 2.46 \
    crit_path_end_kind "register" \
    grt_use_total_pct 12.0 \
    rsz0062_at_grt "no" \
    dr_wl_met2_um 1710 \
    vias 1453 \
    p_per_area_nw_per_um2 277 \
    antenna_found_initial 0 \
    antenna_left 0 \
    cpMaxStageDelayCell "or4_1" \
    ys_area_sq_um 2130 \
    ys.flop_type "dfrtp_1" \
    worstPathArrival_ns 2.67 \
    drc 0 \
    grt_max_degree 47 \
    area_growth_syn_to_layout_pct 19.5 \
    syn_avg_cell_area_sq_um 10.6 \
    yosysWarnings 1 \
    ctsHoldBuffers 0 \
    top_layer_used "met4" \
    cp_max_fo 23 \
    path_cells "ha_1 -> a2111o_1 -> or4_1 -> o21ai_0" \
]
critical path, delay by kind of cell, from the launching register on:
kind,cells,cell delay (ns)
AND/OR/NAND/NOR,1,0.88
adder cells (fa/ha/maj),1,0.31
flip-flops,1,0.61
AND-OR/OR-AND,2,0.56
layout by cell type (no fill, tap or decap), types with 2 or more instances in the layout:
master / instances
xnor2_1: 10
a21oi_1: 3
nand3b_1: 5
o21ai_1: 2
nor2_1: 12
nand3_1: 15
nor3_1: 5
and4_1: 3
dfrtp_1: 43
or3_1: 2
clkdlybuf4s50_1: 28
nor4bb_1: 2
o21ai_0: 9
o21ai_2: 3
and3_1: 4
nand2_1: 11
nor2b_1: 3
clkbuf_8: 5
nand4_1: 9
o2bb2ai_1: 5
ha_1: 5
xor2_1: 6
dfstp_2: 3
inv_1: 6
worst paths after layout:
path / from / end / depth (start not counted) / slack (ns)
max: counter_y[6] / green[7] / 4 / 2.14
min: counter_y[9] / draw_area / 1 / 0.51
max reg2reg: counter_y[6] / green[7] / 4 / 2.14
min reg2reg: counter_y[9] / draw_area / 1 / 0.51
max in group asynchronous: rst / hsync / 3 / 3.14
min in group asynchronous: rst / blue[6] / 3 / 1.08
synthesized netlist by cell type, types with 2 or more instances:
| cell | n | area share (%) |
|---|---|---|
| buf_6 | 3 | 1.6 |
| nand3_1 | 15 | 3.5 |
| clkbuf_1 | 10 | 1.8 |
| nor3_1 | 5 | 1.2 |
| xnor2_1 | 10 | 4.1 |
| inv_1 | 7 | 1.2 |
| dfstp_2 | 3 | 3.7 |
| dfrtp_1 | 43 | 51 |
| nor4bb_1 | 2 | 0.94 |
| o21ai_0 | 9 | 2.1 |
| or3_1 | 2 | 0.59 |
| and4_1 | 3 | 1.2 |
| a21oi_1 | 3 | 0.71 |
| nand3b_1 | 5 | 1.8 |
| nand2_1 | 11 | 1.9 |
| nor2b_1 | 3 | 0.88 |
| nor2_1 | 12 | 2.1 |
| o2bb2ai_1 | 5 | 2.1 |
| buf_2 | 4 | 0.94 |
| ha_1 | 5 | 2.9 |
| xor2_1 | 6 | 2.5 |
| o21ai_1 | 2 | 0.47 |
| nand4_1 | 9 | 2.6 |
| and3_1 | 4 | 1.2 |
| o21ai_2 | 3 | 1.2 |
cell type report:
| cell class | count | area, sq um |
|---|---|---|
| Timing Repair Buffer | 29 | 288 |
| Clock inverter | 2 | 37.5 |
| Multi-Input combinational cell | 128 | 841 |
| Sequential cell | 46 | 1150 |
| Clock buffer | 6 | 72.6 |
| Tap cell | 96 | 120 |
| Inverter | 7 | 26.3 |
| Fill cell | 685 | 4290 |
kinds of logic (layout without fill, tap and decap cells):
family | count (synthesis) | in the layout | share of synthesized area [%]
AND/OR/NAND/NOR | 79 | 79 | 20.8
flip-flops | 46 | 46 | 54.3
AND-OR/OR-AND | 27 | 27 | 8.71
buffers and inverters | 26 | 44 | 6.12
XOR/XNOR | 16 | 16 | 6.59
adder cells (fa/ha/maj) | 5 | 5 | 2.94
multiplexers | 1 | 1 | 0.471
per-stage QoR:
stage / hold WS (ns) / setup slack (ns) / power [mW]
6_report: 0.507 / 2.14 / 0.704
5_1_grt: 0.559 / 1.93 / 0.732
4_1_cts: 0.507 / 2.11 / 0.717
3_5_place_dp: 0.486 / 2.13 / 0.422
3_3_place_gp: 0.483 / 2.18 / 0.422
2_1_floorplan: 0.452 / 2.60 / 0.418
report_power, final:
part / internal, mW / total, mW / switching, mW
Sequential: 0.404 / 0.404 / 0
Clock: 0.162 / 0.291 / 0.129
Combinational: 0.00136 / 0.00892 / 0.00755
routing by layer:
metal,vias up,global-route usage [%]
met5,-,0
met4,0,1.36
met3,5,2.32
met2,36,18.0
met1,690,19.4
li1,722,-
sequential cells by signal (all words and copies together), names as in the netlist:
| register | cells |
|---|---|
| hsync | 1 |
| green | 8 |
| blue | 8 |
| counter_x | 10 |
| draw_area | 1 |
| red | 7 |
| vsync | 1 |
| counter_y | 10 |
Power and IR drop assume default switching activity.
